==> /design/flow/design.v <==
module GPIO(
	rst,
	GPIO_CR, GPIO_OR, GPIO_IR,
	GPIO_IN, GPIO_OUT
);
	input wire rst;								 
	input wire[32-1:0] GPIO_CR;		 
	input wire[32-1:0] GPIO_OR;		 
	output wire[32-1:0] GPIO_IR;		 
	input wire[32-1:0] GPIO_IN;		 
	output wire[32-1:0] GPIO_OUT;		 
	assign GPIO_OUT = (GPIO_CR & GPIO_OR);
	assign GPIO_IR = (~GPIO_CR & GPIO_IN);
endmodule
==> /design/flow/run.sh <==
#!/bin/bash
# OpenROAD 26Q1-2900-gdf79404cd8, Yosys 0.63+post, stock flow scripts
make -C /OpenROAD-flow-scripts/flow DESIGN_CONFIG=/design/flow/config.mk WORK_HOME=/design/flow/orfs finish
==> /design/flow/config.mk <==
export PLATFORM = sky130hd
export DESIGN_NAME = GPIO
export DESIGN_NICKNAME = GPIO
export VERILOG_FILES = /design/flow/design.v
export SDC_FILE = /design/flow/constraint.sdc
export NUM_CORES = 4
export LEC_CHECK = 1
export CORE_AREA = 10 10 71 71
export DIE_AREA = 0 0 81 81
==> /design/flow/constraint.sdc <==
current_design GPIO

set clk_period 1.0
set clk_io_pct 0.2

create_clock -name clk0 -period $clk_period

set non_clock_inputs [all_inputs -no_clocks]
set_input_delay [expr $clk_period * $clk_io_pct] -clock clk0 $non_clock_inputs
set_output_delay [expr $clk_period * $clk_io_pct] -clock clk0 [all_outputs]
==> results.txt <==
Results of an implementation run.

The max-slew check reports its worst relative slack as 92.2%. The number of antenna violations at the first check in global routing is 0. In the final layout, the multi-input gates occupy 408 um2. The final layout report lists a filler cell count of 438.

The share of the Yosys chip area taken by registers is 0%. TritonRoute reported its final design rule violation total as 0. The share of the clock period used by the worst path after layout is 97.6%. The most congested layer reported by global routing is met2.

The part of the power in registers is 0%. The global routing report lists combined usage of all routing layers as 11.1%. The reported net switching power is 0.000108 W.

In the routed layout, each cell is associated on average with a via count of 3.72. 0 antenna diodes ended up in the layout. The number of optimization iterations in the first detailed-route pass is 3. Synthesis handed over a netlist of 64 instances. The remaining antenna violation count after routing is 0. As logged by OpenROAD, the buffers inserted on ports number 160. Detailed routing inserted a total of 1012 vias.

The critical path crosses 3 cells after its start point. In this run the cell area of the synthesized design comes to 400 um2. For reference, the critical path is launched at GPIO_OR[23]. The clock share of power is 0%. Of the cells placed in the final design, the portion with a size suffix greater than 1 is 27.7%. The number of max-capacitance violations reported is 0. At the worst endpoint, the required time is 0.80 ns.

The library cells used most frequently in the layout, excluding fill and tap cells, are 94 x dlygate4sd2_1, 61 x buf_2, 32 x and2_1, 31 x nor2b_1, 5 x clkdlybuf4s15_1. Counting the clock-network buffers in the layout gives 0. Relative to the synthesized area, the layout overhead comes to 311%.

According to the floorplan report, the placeable core area is 3630 um2. For this run, the slowest stage of the critical path takes 0.23 ns. The number of hold-slack violations in the final timing report is 0. Pin placement for this block handled 161 I/O pins. The dominant cell type by count on the critical path is dlygate4sd2_1. For reference, the top logic cell family by area is simple AND/OR/NAND/NOR gates. The worst hold path was traced through 3 stages.

The top cell type in the final layout, fill and taps aside, is dlygate4sd2_1. The final critical-path required period is 0.976 ns. The startpoint type of the worst setup path is a primary input. The unique cell type count in the Yosys netlist is 2. The synthesis report lists the Yosys warning total as 0. The worst setup path is of the in2out kind. The largest net degree at the start of global routing is 3. The total negative slack for setup checks is 0 ns. The adder-cell share of the synthesized area is 0%. The die outline width is 81 um. The pin slew with the least headroom to its limit is 0.116 ns.

The power report lists cell-internal power as 0.000341 W. The areal power density over the cells is 273 nW/um2. The DRC marker count from the first detailed-route iteration is 6. The placed wire-length estimate is 4060 um. The chip area estimate from yosys synthesis is 400 um2.

The analysis attributes to cell leakage a power of 0.970 nW. Along the worst path, the maximum fanout reaches 1. Traced cell by cell, the critical path runs through dlygate4sd2_1, and2_1, dlygate4sd2_1.

The met2 demand-to-capacity share in global routing is 19.9%. The final report gives the core utilization as 45.3%. The routed wirelength normalized by instance count is 15.3 um. The layout sequential cell count is 0. The synthesized-area fraction occupied by xor and xnor cells is 0%.

Global routing consumed, on the met1 layer, 11.2% of the routing resources. The final max-slew violation count is 0. The run finished with clean final reports. The data arrival time of the critical path is 0.78 ns. Setup repair after global routing left no endpoint under its margin. The beginning of the worst hold path is GPIO_CR[13].

The maximum vdd drop is 103 uV. The row count is 22. The area fraction in mux cells is 0%. The count of hold buffers inserted by post-cts repair is 0.

Of the total synthesized cell area, the portion taken by AND-OR and OR-AND cells is 0%. The cell count listed in synth_stat.txt is 64. The core utilization before placement is 11.0%. The number of buffer and inverter instances along the worst setup path is 2. Setup violations remaining at the end of the flow were counted as 0. Summed over all layers, the routed wires come to 4160 um. In this design, the largest share of critical-path delay is due to buffers and inverters. The count of warning messages emitted by the tools is 34. The sequential cell area is 0 um2.

The first global-routing pass estimated 5760 um of wire. Of the total power, combinational logic draws 100.0%. The vertical die dimension is 81 um. The via count of the first global-routing pass is 1081. A synthesized cell averages 6.26 um2.

The net switching fraction of the power is 24.1%. The worst setup path is captured at a primary output. The class of the most critical hold timing path is in2out.

The area share of and/or/nand/nor cells after synthesis is 100%. The last weighted congestion value of the routability-driven placer is 0.820. The library cell contributing the largest single delay on the critical path is dlygate4sd2_1. For this run, the top clock speed supported by timing is 1020 MHz. The residual overflow from global routing is 0. met3 track demand over resource after global routing is 7.13%. In this run the full chip footprint comes out at 6560 um2.
[power groups by stage]
stage     sequential [W]  clock [W]  combinational (W)
4_1_cts                0          0           0.000462
5_1_grt                0          0           0.000504
6_report               0          0           0.000449
[path summary, 6_finish.rpt]
check | slack, ns | to
setup / recovery | 0.02 | GPIO_OUT[23]
hold / removal | 0.72 | GPIO_IR[13]
[Yosys cell counts (all sizes together)]
master | instances | share of area, %
and2 | 32 | 50
nor2b | 32 | 50
[logic make-up (layout without fill, tap and decap cells)]
family        after synthesis  after routing
simple gates               64             64
buf+inv                     0            160
[through the flow]
step / worst slack [ns] / cells / hold slack (ns) / power (W) / instance area, um2
after floorplan: 0.486 / 64 / 0.413 / 0.0000643 / 400
after global placement: -0.498 / 272 / 1.31 / 0.000715 / 2060
after detailed placement: -0.496 / 272 / 1.31 / 0.000719 / 2060
after CTS: 0.00890 / 272 / 0.723 / 0.000462 / 1640
after global routing: 0.00934 / 272 / 0.730 / 0.000504 / 1650
final: 0.0239 / 272 / 0.721 / 0.000449 / 1650
[routing by layer]
| layer | wire length (um) | up-vias |
|---|---|---|
| met4 | 0 | 0 |
| met5 | 0 | - |
| met1 | 1340 | 411 |
| li1 | - | 513 |
| met3 | 741 | 0 |
| met2 | 2080 | 88 |
[layout make-up]
| cell class | instances | area share, % |
|---|---|---|
| Timing Repair Buffer | 160 | 71.6 |
| Multi-Input combinational cell | 64 | 24.8 |
| Tap cell | 48 | 3.65 |
[timing repair]
| item | 4_1_cts | 5_1_grt |
|---|---|---|
| buffers inserted | 0 | 0 |
| pin swaps | 32 | 1 |
| resized | 294 | 2 |
| setup endpoints to repair | 64 | 2 |
Power is estimated from default activity; no workload was simulated.
